File: flow/design.v
module aq_axi_master(
  input           ARESETN,
  input           ACLK,
  output [0:0]  M_AXI_AWID,
  output [31:0] M_AXI_AWADDR,
  output [7:0]  M_AXI_AWLEN,     
  output [2:0]  M_AXI_AWSIZE,    
  output [1:0]  M_AXI_AWBURST,   
  output        M_AXI_AWLOCK,    
  output [3:0]  M_AXI_AWCACHE,   
  output [2:0]  M_AXI_AWPROT,    
  output [3:0]  M_AXI_AWQOS,     
  output [0:0]  M_AXI_AWUSER,    
  output        M_AXI_AWVALID,
  input         M_AXI_AWREADY,
  output [63:0] M_AXI_WDATA,
  output [7:0]  M_AXI_WSTRB,
  output        M_AXI_WLAST,
  output [0:0]  M_AXI_WUSER,
  output        M_AXI_WVALID,
  input         M_AXI_WREADY,
  input [0:0]   M_AXI_BID,
  input [1:0]   M_AXI_BRESP,
  input [0:0]   M_AXI_BUSER,
  input         M_AXI_BVALID,
  output        M_AXI_BREADY,
  output [0:0]  M_AXI_ARID,
  output [31:0] M_AXI_ARADDR,
  output [7:0]  M_AXI_ARLEN,
  output [2:0]  M_AXI_ARSIZE,
  output [1:0]  M_AXI_ARBURST,
  output [1:0]  M_AXI_ARLOCK,
  output [3:0]  M_AXI_ARCACHE,
  output [2:0]  M_AXI_ARPROT,
  output [3:0]  M_AXI_ARQOS,
  output [0:0]  M_AXI_ARUSER,
  output        M_AXI_ARVALID,
  input         M_AXI_ARREADY,
  input [0:0]   M_AXI_RID,
  input [63:0]  M_AXI_RDATA,
  input [1:0]   M_AXI_RRESP,
  input         M_AXI_RLAST,
  input [0:0]   M_AXI_RUSER,
  input         M_AXI_RVALID,
  output        M_AXI_RREADY,
  input         MASTER_RST,
  input         WR_START,
  input [31:0]  WR_ADRS,
  input [31:0]  WR_LEN, 
  output        WR_READY,
  output        WR_FIFO_RE,
  input         WR_FIFO_EMPTY,
  input         WR_FIFO_AEMPTY,
  input [63:0]  WR_FIFO_DATA,
  output        WR_DONE,
  input         RD_START,
  input [31:0]  RD_ADRS,
  input [31:0]  RD_LEN, 
  output        RD_READY,
  output        RD_FIFO_WE,
  input         RD_FIFO_FULL,
  input         RD_FIFO_AFULL,
  output [63:0] RD_FIFO_DATA,
  output        RD_DONE,
  output [31:0] DEBUG
);
  localparam S_WR_IDLE  = 3'd0;
  localparam S_WA_WAIT  = 3'd1;
  localparam S_WA_START = 3'd2;
  localparam S_WD_WAIT  = 3'd3;
  localparam S_WD_PROC  = 3'd4;
  localparam S_WR_WAIT  = 3'd5;
  localparam S_WR_DONE  = 3'd6;
  reg [2:0]   wr_state;
  reg [31:0]  reg_wr_adrs;
  reg [31:0]  reg_wr_len;
  reg         reg_awvalid, reg_wvalid, reg_w_last;
  reg [7:0]   reg_w_len;
  reg [7:0]   reg_w_stb;
  reg [1:0]   reg_wr_status;
  reg [3:0]   reg_w_count, reg_r_count;
  reg [7:0]   rd_chkdata, wr_chkdata;
  reg [1:0]   resp;
  reg rd_first_data;
  reg rd_fifo_enable;
  reg[31:0] rd_fifo_cnt;
assign WR_DONE = (wr_state == S_WR_DONE);
assign WR_FIFO_RE         = rd_first_data | (reg_wvalid & ~WR_FIFO_EMPTY & M_AXI_WREADY & rd_fifo_enable);
always @(posedge ACLK or negedge ARESETN)
begin
	if(!ARESETN)
		rd_fifo_cnt <= 32'd0;
	else if(WR_FIFO_RE)
		rd_fifo_cnt <= rd_fifo_cnt + 32'd1;
	else if(wr_state == S_WR_IDLE)
		rd_fifo_cnt <= 32'd0;	
end
always @(posedge ACLK or negedge ARESETN)
begin
	if(!ARESETN)
		rd_fifo_enable <= 1'b0;
	else if(wr_state == S_WR_IDLE && WR_START)
		rd_fifo_enable <= 1'b1;
	else if(WR_FIFO_RE && (rd_fifo_cnt == RD_LEN[31:3] - 32'd1) )
		rd_fifo_enable <= 1'b0;		
end
  always @(posedge ACLK or negedge ARESETN) begin
    if(!ARESETN) begin
      wr_state            <= S_WR_IDLE;
      reg_wr_adrs[31:0]   <= 32'd0;
      reg_wr_len[31:0]    <= 32'd0;
      reg_awvalid         <= 1'b0;
      reg_wvalid          <= 1'b0;
      reg_w_last          <= 1'b0;
      reg_w_len[7:0]      <= 8'd0;
      reg_w_stb[7:0]      <= 8'd0;
      reg_wr_status[1:0]  <= 2'd0;
      reg_w_count[3:0]    <= 4'd0;
      reg_r_count[3:0]  <= 4'd0;
      wr_chkdata          <= 8'd0;
      rd_chkdata <= 8'd0;
      resp <= 2'd0;
	  rd_first_data <= 1'b0;
  end else begin
    if(MASTER_RST) begin
      wr_state <= S_WR_IDLE;
    end else begin
      case(wr_state)
        S_WR_IDLE: begin
          if(WR_START) begin
            wr_state          <= S_WA_WAIT;
            reg_wr_adrs[31:0] <= WR_ADRS[31:0];
            reg_wr_len[31:0]  <= WR_LEN[31:0] -32'd1;
			rd_first_data <= 1'b1;
          end
          reg_awvalid         <= 1'b0;
          reg_wvalid          <= 1'b0;
          reg_w_last          <= 1'b0;
          reg_w_len[7:0]      <= 8'd0;
          reg_w_stb[7:0]      <= 8'd0;
          reg_wr_status[1:0]  <= 2'd0;
        end
        S_WA_WAIT: begin
          if(!WR_FIFO_AEMPTY | (reg_wr_len[31:11] == 21'd0)) begin
            wr_state          <= S_WA_START;
          end
		  rd_first_data <= 1'b0;
        end
        S_WA_START: begin
          wr_state            <= S_WD_WAIT;
          reg_awvalid         <= 1'b1;
          reg_wr_len[31:11]    <= reg_wr_len[31:11] - 21'd1;
          if(reg_wr_len[31:11] != 21'd0) begin
            reg_w_len[7:0]  <= 8'hFF;
            reg_w_last      <= 1'b0;
            reg_w_stb[7:0]  <= 8'hFF;
          end else begin
            reg_w_len[7:0]  <= reg_wr_len[10:3];
            reg_w_last      <= 1'b1;
            reg_w_stb[7:0]  <= 8'hFF;
          end
        end
        S_WD_WAIT: begin
          if(M_AXI_AWREADY) begin
            wr_state        <= S_WD_PROC;
            reg_awvalid     <= 1'b0;
            reg_wvalid      <= 1'b1;
          end
        end
        S_WD_PROC: begin
          if(M_AXI_WREADY & ~WR_FIFO_EMPTY) begin
            if(reg_w_len[7:0] == 8'd0) begin
              wr_state        <= S_WR_WAIT;
              reg_wvalid      <= 1'b0;
              reg_w_stb[7:0]  <= 8'h00;
            end else begin
              reg_w_len[7:0]  <= reg_w_len[7:0] -8'd1;
            end
          end
        end
        S_WR_WAIT: begin
          if(M_AXI_BVALID) begin
            reg_wr_status[1:0]  <= reg_wr_status[1:0] | M_AXI_BRESP[1:0];
            if(reg_w_last) begin
              wr_state          <= S_WR_DONE;
            end else begin
              wr_state          <= S_WA_WAIT;
              reg_wr_adrs[31:0] <= reg_wr_adrs[31:0] + 32'd2048;
            end
          end
        end
        S_WR_DONE: begin
            wr_state <= S_WR_IDLE;
          end
        default: begin
          wr_state <= S_WR_IDLE;
        end
      endcase
      end
    end
  end
  assign M_AXI_AWID         = 1'b0;
  assign M_AXI_AWADDR[31:0] = reg_wr_adrs[31:0];
  assign M_AXI_AWLEN[7:0]   = reg_w_len[7:0];
  assign M_AXI_AWSIZE[2:0]  = 2'b011;
  assign M_AXI_AWBURST[1:0] = 2'b01;
  assign M_AXI_AWLOCK       = 1'b0;
  assign M_AXI_AWCACHE[3:0] = 4'b0011;
  assign M_AXI_AWPROT[2:0]  = 3'b000;
  assign M_AXI_AWQOS[3:0]   = 4'b0000;
  assign M_AXI_AWUSER[0]    = 1'b1;
  assign M_AXI_AWVALID      = reg_awvalid;
  assign M_AXI_WDATA[63:0]  = WR_FIFO_DATA[63:0];
  assign M_AXI_WSTRB[7:0]   = (reg_wvalid & ~WR_FIFO_EMPTY)?8'hFF:8'h00;
  assign M_AXI_WLAST        = (reg_w_len[7:0] == 8'd0)?1'b1:1'b0;
  assign M_AXI_WUSER        = 1;
  assign M_AXI_WVALID       = reg_wvalid & ~WR_FIFO_EMPTY;
  assign M_AXI_BREADY       = M_AXI_BVALID;
  assign WR_READY           = (wr_state == S_WR_IDLE)?1'b1:1'b0;
  localparam S_RD_IDLE  = 3'd0;
  localparam S_RA_WAIT  = 3'd1;
  localparam S_RA_START = 3'd2;
  localparam S_RD_WAIT  = 3'd3;
  localparam S_RD_PROC  = 3'd4;
  localparam S_RD_DONE  = 3'd5;
  reg [2:0]   rd_state;
  reg [31:0]  reg_rd_adrs;
  reg [31:0]  reg_rd_len;
  reg         reg_arvalid, reg_r_last;
  reg [7:0]   reg_r_len;
 assign RD_DONE = (rd_state == S_RD_DONE) ; 
  always @(posedge ACLK or negedge ARESETN) begin
    if(!ARESETN) begin
      rd_state          <= S_RD_IDLE;
      reg_rd_adrs[31:0] <= 32'd0;
      reg_rd_len[31:0]  <= 32'd0;
      reg_arvalid       <= 1'b0;
      reg_r_len[7:0]    <= 8'd0;
    end else begin
      case(rd_state)
        S_RD_IDLE: begin
          if(RD_START) begin
            rd_state          <= S_RA_WAIT;
            reg_rd_adrs[31:0] <= RD_ADRS[31:0];
            reg_rd_len[31:0]  <= RD_LEN[31:0] -32'd1;
          end
          reg_arvalid     <= 1'b0;
          reg_r_len[7:0]  <= 8'd0;
        end
        S_RA_WAIT: begin
          if(~RD_FIFO_AFULL) begin
            rd_state          <= S_RA_START;
          end
        end
        S_RA_START: begin
          rd_state          <= S_RD_WAIT;
          reg_arvalid       <= 1'b1;
          reg_rd_len[31:11] <= reg_rd_len[31:11] -21'd1;
          if(reg_rd_len[31:11] != 21'd0) begin
            reg_r_last      <= 1'b0;
            reg_r_len[7:0]  <= 8'd255;
          end else begin
            reg_r_last      <= 1'b1;
            reg_r_len[7:0]  <= reg_rd_len[10:3];
          end
        end
        S_RD_WAIT: begin
          if(M_AXI_ARREADY) begin
            rd_state        <= S_RD_PROC;
            reg_arvalid     <= 1'b0;
          end
        end
        S_RD_PROC: begin
          if(M_AXI_RVALID) begin
            if(M_AXI_RLAST) begin
              if(reg_r_last) begin
                rd_state          <= S_RD_DONE;
              end else begin
                rd_state          <= S_RA_WAIT;
                reg_rd_adrs[31:0] <= reg_rd_adrs[31:0] + 32'd2048;
              end
            end else begin
              reg_r_len[7:0] <= reg_r_len[7:0] -8'd1;
            end
          end
        end
		S_RD_DONE:begin
			rd_state          <= S_RD_IDLE;
		end
	  endcase
    end
  end
  assign M_AXI_ARID         = 1'b0;
  assign M_AXI_ARADDR[31:0] = reg_rd_adrs[31:0];
  assign M_AXI_ARLEN[7:0]   = reg_r_len[7:0];
  assign M_AXI_ARSIZE[2:0]  = 3'b011;
  assign M_AXI_ARBURST[1:0] = 2'b01;
  assign M_AXI_ARLOCK       = 1'b0;
  assign M_AXI_ARCACHE[3:0] = 4'b0011;
  assign M_AXI_ARPROT[2:0]  = 3'b000;
  assign M_AXI_ARQOS[3:0]   = 4'b0000;
  assign M_AXI_ARUSER[0]    = 1'b1;
  assign M_AXI_ARVALID      = reg_arvalid;
  assign M_AXI_RREADY       = M_AXI_RVALID & ~RD_FIFO_FULL;
  assign RD_READY           = (rd_state == S_RD_IDLE)?1'b1:1'b0;
  assign RD_FIFO_WE         = M_AXI_RVALID;
  assign RD_FIFO_DATA[63:0] = M_AXI_RDATA[63:0];
  assign DEBUG[31:0] = {reg_wr_len[31:8],
                        1'd0, wr_state[2:0], 1'd0, rd_state[2:0]};
endmodule
File: flow/run.sh
#!/bin/bash
# OpenROAD 26Q1-2900-gdf79404cd8, Yosys 0.63+post, stock flow scripts
make -C /OpenROAD-flow-scripts/flow DESIGN_CONFIG=/design/flow/config.mk WORK_HOME=/design/flow/orfs finish
File: flow/config.mk
export PLATFORM = sky130hd
export DESIGN_NAME = aq_axi_master
export DESIGN_NICKNAME = aq_axi_master
export VERILOG_FILES = /design/flow/design.v
export SDC_FILE = /design/flow/constraint.sdc
export NUM_CORES = 4
export LEC_CHECK = 1
export CORE_AREA = 10 10 333 333
export DIE_AREA = 0 0 343 343
File: flow/constraint.sdc
current_design aq_axi_master

set clk_period 6.9
set clk_io_pct 0.2

create_clock -name clk0 -period $clk_period [get_ports {ACLK}]

set non_clock_inputs [all_inputs -no_clocks]
set_input_delay [expr $clk_period * $clk_io_pct] -clock clk0 $non_clock_inputs
set_output_delay [expr $clk_period * $clk_io_pct] -clock clk0 [all_outputs]
==> notes.md <==
Synthesis and place-and-route results.

- The critical-path maximum fanout is 16.
- STA puts the critical path data required time at 5.52 ns.
- Traced cell by cell, the critical path runs through clkdlybuf4s50_1, nor2b_1, a31oi_2, buf_4, inv_1, clkdlybuf4s50_1.
- Per the final report, max-transition violations number 0.
- The highest-delay cell along the critical path is sky130_fd_sc_hd__clkdlybuf4s50_1.
- The post-CTS resize count is 0.
- The flow ran to the end, and the final reports show no timing, DRC or antenna violations.
- Dividing the synthesized area by the synthesized cell count gives a little under 8 µm².
- The worst min-delay path class is flip-flop to flip-flop.
- Looking at the clock tree report, the H-tree level count equals 4.
- In this run the number of cells on the critical path is 6.
- The first detailed-routing pass ran for 5 iterations.
- Based on the critical path, the design can be clocked at up to roughly 0.20 GHz.
- Per the post-route antenna check, the number of violating nets is 0.
- The top cell type's share of synthesized area is between 30% and 40%.
- During I/O placement, the number of pins put on the boundary was about 580.
- The largest buffer count on any clock path is 2.
- The report gives the cell count of the worst hold path as 2.
- Max-cap violations in this run came to 0.
- Sorting the synthesized cells by how often they occur yields 226 x sky130_fd_sc_hd__nand2_1, 204 x sky130_fd_sc_hd__buf_4, 182 x sky130_fd_sc_hd__dfrtp_1.
- According to the floorplan report, the total die area is about 120000 µm².
- The number of cells in the yosys synthesis report is between 1500 and 2000.
- The static power due to leakage is 0.00595 µW.
- Detailed placement finished with a half-perimeter wire length of around 37 mm.
- The floorplan has 118 rows.
- The launching element type of the critical path is an input port.
- The main area contributors are sky130_fd_sc_hd__dfrtp_1 35%, sky130_fd_sc_hd__buf_4 12%, sky130_fd_sc_hd__nand2_1 6.5%.
- The most numerous cell type found on the critical path is sky130_fd_sc_hd__clkdlybuf4s50_1.
- The timing report notes that buffer and inverter cells on the critical path total 4.
- The synthesized area is approximately 13000 µm².
- The highest supply drop recorded on VDD is ~220 µV.
- Per the GRT congestion report, total overflow comes to 0.
- The chip area line of the yosys report is about 13000 µm².
- The endpoint of the worst setup timing path is WR_FIFO_RE.
- The endpoint arrival time on the critical path is approximately 3.7 ns.
- The final routed DRC violation total is 0.
- Per the detail_route report, vias per standard cell equal approximately 3.8.
- The worst-case register-to-register setup slack is 3.79 ns.
- Grouping stages by cell kind, the critical path spends the most delay in buffers and inverters.
- The sequential cell area fraction in the yosys report is around a third.
- The first global-routing pass estimated 70.5 mm of wire.
- The logic depth of the worst register-to-register path is 8.
- The starting utilization of the core area is roughly 13%.
- The delay contributed by the slowest stage of the critical path is 0.72 ns.
- In this run, the number of DRC markers left after iteration 0 of detailed routing was 880.
- TritonCTS built the clock tree.
- The capturing element type of the critical path is a primary output.
- After clock tree synthesis, the setup repair step added 0 buffers.
- The largest net degree at the start of global routing is 96.
- Setup total negative slack on the finished layout was measured at 0 ns.
- The number of buffers added by the clock tree synthesis step is 17.
- The count of endpoints failing hold in the final timing report is 0.
- The register area is 4580 µm².
- The clock network latency to the later pin of the worst-skew pair is just over 0.5 ns.
- The cell type that accounts for the most area after synthesis is sky130_fd_sc_hd__dfrtp_1.
- Looking at the reg2reg group, the worst path starts from wr_state[2].
- For the pin with the worst max-slew slack, the measured transition is a little over 0.7 ns.
- The post-synthesis cell type count is 77.
- The initial antenna violation count came to 8.
- The fraction of registers with async set or reset after synthesis is between 90% and 100%.
- The placer congestion estimate is 0.886.
- The critical setup path kind is input port to primary output.
- After floorplanning, the core was sized to cover between 100000 and 150000 µm².
- The number of setup violations in the final report is 0.
- Counting every sink on the clock net gives about 180.
- The routed design could run at a clock period as short as around 5.0 ns.
- The number of warnings reported in the yosys synthesis log is 1.
- The clock tree root driver cell is sky130_fd_sc_hd__clkbuf_16.
- The number of flip-flops and latches in the synthesized netlist is ~180.
- Summed over all routing layers, the global router reports a total usage of 7.74%.
- The final clock period utilization by the worst path is between 70% and 80%.
- The most popular library cell in the synthesized design by count is sky130_fd_sc_hd__nand2_1.
- The quantity of I/O buffers inserted on ports is between 200 and 300.
- From synthesis to final layout, the design area changed by 27.2%.
- For this run, the leading register cell type out of synthesis is sky130_fd_sc_hd__dfrtp_1.
- OpenSTA lists the critical path startpoint as WR_FIFO_EMPTY.
- The fraction of final layout cells with drive strength greater than 1 is 4.95%.
- Across all checked pins, the minimum headroom to the slew limit is 51.7%.
- The worst-case hold slack is 0.468 ns.
- Clock skew on the completed layout was measured at between 0.015 and 0.02 ns.
- The critical register-to-register path endpoint is rd_fifo_enable.
- The die height is about 340 µm.
- The via count of the first global-routing pass is 11500.
- The layout report lists the multi-input gate area as 6770 µm².
- The floorplan die width is roughly 340 µm.
- Setup repair after global routing left no endpoint under its margin.
- For reference, the clock transition at the flip-flops on the worst setup and hold paths is 0.08 ns.
- The utilization after layout is between 15 and 20%.
- The fill cell instance count of the final layout is 11600.
- Total power normalized to cell area comes to 320 nW/µm².
- Across all layers, the routed design uses approximately 12000 vias.
- The hold-fix buffer count after cts is 0.
- For this sky-water flow run, the detailed-routed wirelength per cell is reported as around 15 µm.
- The number of instances in the synthesized netlist is around 1700.
- Warnings raised by the tools during the run amount to 34.
- Counting flops with a built-in enable in the synthesized netlist gives 1.
- The total routed wirelength is between 40 and 50 mm.
tightest hold or removal path: stages (launching register included):
cell and delay (ns):
sky130_fd_sc_hd__dfrtp_1 0.35, sky130_fd_sc_hd__nand2_1 0.05, sky130_fd_sc_hd__nand2_1 0.05
worst min-delay path by stage:
stage / startpoint / to / slack (ns)
final: reg_wr_adrs[4] / reg_wr_adrs[4] / 0.47
after global routing: reg_wr_len[5] / reg_wr_len[5] / 0.50
after CTS: reg_wr_adrs[4] / reg_wr_adrs[4] / 0.47
cells in the final DEF (no fill, tap or decap), types with 5 or more instances in the layout:
master / instances
sky130_fd_sc_hd__inv_1: 29
sky130_fd_sc_hd__a22o_1: 5
sky130_fd_sc_hd__clkbuf_16: 17
sky130_fd_sc_hd__clkdlybuf4s50_1: 271
sky130_fd_sc_hd__nand2b_1: 7
sky130_fd_sc_hd__a21oi_1: 120
sky130_fd_sc_hd__o21a_1: 9
sky130_fd_sc_hd__o21ai_0: 151
sky130_fd_sc_hd__conb_1: 42
sky130_fd_sc_hd__nor2_1: 117
sky130_fd_sc_hd__buf_4: 18
sky130_fd_sc_hd__a31oi_1: 17
sky130_fd_sc_hd__xnor2_1: 50
sky130_fd_sc_hd__ha_1: 9
sky130_fd_sc_hd__or4_1: 7
sky130_fd_sc_hd__o41ai_1: 5
sky130_fd_sc_hd__o221ai_1: 6
sky130_fd_sc_hd__o31ai_1: 15
sky130_fd_sc_hd__nand3_1: 67
sky130_fd_sc_hd__xor2_1: 41
sky130_fd_sc_hd__nor3_1: 54
sky130_fd_sc_hd__dfrtp_1: 182
sky130_fd_sc_hd__mux2i_1: 7
sky130_fd_sc_hd__and3_1: 14
sky130_fd_sc_hd__nor2b_1: 16
sky130_fd_sc_hd__nor4_1: 25
sky130_fd_sc_hd__or3_1: 18
sky130_fd_sc_hd__nand2_1: 226
sky130_fd_sc_hd__a32oi_1: 5
sky130_fd_sc_hd__o22ai_1: 33
sky130_fd_sc_hd__nand4_1: 26
sky130_fd_sc_hd__and2_1: 7
sky130_fd_sc_hd__o211ai_1: 17
flip-flops by register name, summed over array words and instances (netlist names), 3 cells and up:
name         flops
reg_w_len        8
reg_rd_adrs     32
reg_wr_adrs     32
reg_rd_len      29
reg_r_len        8
reg_wr_len      29
rd_state         3
wr_state         3
rd_fifo_cnt     32
report_power, final:
| group | internal [µW] | switching, µW | leakage [µW] | total, µW |
|---|---|---|---|---|
| logic | 1180 | 1130 | 0.00341 | 2320 |
| clock network | 492 | 559 | 0.000293 | 1050 |
| registers | 1490 | 485 | 0.00225 | 1970 |
kinds of logic after synthesis:
| kind of cell | after synthesis | share of synthesized area [%] |
|---|---|---|
| AND/OR/NAND/NOR | 633 | 23.8 |
| AND-OR/OR-AND | 419 | 18.7 |
| buffers and inverters | 314 | 14.8 |
| flip-flops | 183 | 34.9 |
| XOR/XNOR | 91 | 6.07 |
| adder cells (fa/ha/maj) | 9 | 0.858 |
| multiplexers | 9 | 0.706 |
| other | 2 | 0.0572 |
layer usage:
layer | vias up | share of wire, % | GRT usage, %
li1 | 5781 | - | -
met1 | 5566 | 43 | 10.1
met2 | 498 | 44 | 11.8
met3 | 50 | 11 | 3.78
met4 | 6 | 1.6 | 1.02
met5 | - | 0.075 | 0
through the flow:
step                      worst slack [ns]  instances  total power [µW]  area, µm²
after global routing                  1.59       3119              5810      16700
after detailed placement              1.79       3087              4350      16100
after CTS                             1.78       3119              5450      16700
final                                 1.87       3121              5340      16700
after floorplan                       3.30       1700              3130      13300
after global placement                1.76       3087              4340      16100
area by class of cell:
class                   count  share of cell area [%]
diodes                      2                  0.0300
clock buffers              17                    2.55
clock inverters            15                    1.09
repair buffers            291                    17.3
flip-flops and latches    183                    27.5
multi-input cells        1203                    40.6
inverters                  30                   0.675
well taps                1380                    10.3
Power is estimated from default activity; no workload was simulated.
